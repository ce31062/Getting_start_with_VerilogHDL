==> flow/design.v <==
module  display (ck, resetn, hz512, dig4, dig3, dig2, dig1, dig0, dispen, common, segment);
    input   ck;
    input   resetn;
    input   hz512;
    input   [3:0]   dig4, dig3, dig2, dig1, dig0;
    input   [4:0]   dispen;
    output  [4:0]   common;
    output  [6:0]   segment;
    assign  reset = ~resetn;
    reg     [3:0]   cnt;
    wire    [4:0]   ring = {cnt, ~|cnt};
    always @(posedge ck or posedge reset) begin
        if (reset)
            cnt <= 4'h0;
        else if (hz512)
            cnt <= ring[3:0];
    end
    assign  common = ring & dispen;
    function    [6:0] segdec;
    input   [3:0]   din;
    begin
        case (din)
            4'h0    :  segdec = 7'b1111110;
            4'h1    :  segdec = 7'b0110000;
            4'h2    :  segdec = 7'b1101101;
            4'h3    :  segdec = 7'b1111001;
            4'h4    :  segdec = 7'b0110011;
            4'h5    :  segdec = 7'b1011011;
            4'h6    :  segdec = 7'b1011111;
            4'h7    :  segdec = 7'b1110010;
            4'h8    :  segdec = 7'b1111111;
            4'h9    :  segdec = 7'b1111011;
            4'ha    :  segdec = 7'b0000001;  
            4'hb    :  segdec = 7'b0001110;  
            4'hc    :  segdec = 7'b1001110;  
            4'hd    :  segdec = 7'b0010101;  
            4'he    :  segdec = 7'b1001111;  
            4'hf    :  segdec = 7'b1100111;  
            default :  segdec = 7'bxxxxxxx;
        endcase
    end
    endfunction
    reg [6:0]   segment;
    always @(common or dig4 or dig3 or dig2 or dig1 or dig0) begin
        case (common)
            5'b00001: segment <= segdec (dig0);
            5'b00010: segment <= segdec (dig1);
            5'b00100: segment <= segdec (dig2);
            5'b01000: segment <= segdec (dig3);
            5'b10000: segment <= segdec (dig4);
            default : segment <= 7'bxxxxxxx;
        endcase
    end
endmodule
==> flow/run.sh <==
#!/bin/bash
# OpenROAD 26Q1-2900-gdf79404cd8, Yosys 0.63+post, stock flow scripts
make -C /OpenROAD-flow-scripts/flow DESIGN_CONFIG=/design/flow/config.mk WORK_HOME=/design/flow/orfs finish
==> flow/config.mk <==
export PLATFORM = sky130hd
export DESIGN_NAME = display
export DESIGN_NICKNAME = display
export VERILOG_FILES = /design/flow/design.v
export SDC_FILE = /design/flow/constraint.sdc
export NUM_CORES = 4
export LEC_CHECK = 1
export CORE_UTILIZATION = 30
==> flow/constraint.sdc <==
current_design display

set clk_period 2.6
set clk_io_pct 0.2

create_clock -name clk0 -period $clk_period [get_ports {ck}]

set non_clock_inputs [all_inputs -no_clocks]
set_input_delay [expr $clk_period * $clk_io_pct] -clock clk0 $non_clock_inputs
set_output_delay [expr $clk_period * $clk_io_pct] -clock clk0 [all_outputs]
==> results.txt <==
outcome - complete, no violations
Req. time, crit path - 2080 ps
Critical Setup Path Class - in -> out
IO buf count - 39
Post-route DRC - 0
Core Density at Floorplan - 31.1%
instance area after placement - 3050 µm²
number of antenna repair diodes - 0
number of standard-cell rows in the floorplan - 29
Setup-failing EPs final - 0
number of warnings reported in the yosys synthesis log - 2
first-iteration detailed-routing DRC count - 99
Max-cap violations - 0
CTS sink count - 4
Cell Type Count - 47
Insertion Delay late pin - 210 ps
Main synth FF type - sky130_fd_sc_hd__dfrtp_1
startpoint types - input port
chip area - 6910 µm²
fin crit period - 2530 ps
mapped cell area - 1970 µm²
share of synthesized cell area in full adder, half adder and majority cells - 22.8%
I/O pin cnt - 40
root cell of the clock tree - sky130_fd_sc_hd__clkbuf_8
remaining max-slew budget at the tightest pin - 78.3%
max FFs per register - 4
Hold Slack - 505 ps
most frequent standard cell in the layout excluding fill and tap cells - sky130_fd_sc_hd__buf_4
worst hold path type - in -> async
antenna viol nets, final - 0
number of flops mapped to enable cells by yosys - 0
worst-margin pin slew - 324 ps
Cell Count, Final, Fillers Out - 462
area fraction in mux cells - 21.7%
r2r endpoint - cnt[0]
area of the core - 6350 µm²
Placer Congestion - 0.949
total grt overflow - 0
share of layout cells above drive strength 1 - 48.8%
Arrival @ worst endpoint - 2010 ps
power density relative to cell area - 431 nW/µm²
Max Slew Vio Count - 0
setup slack of the worst register-to-register path - 1590 ps
Seq/Total Area, Yosys - 5.07%
Fmax - 0.395 GHz
global-route wire length before repair - 9950 µm
largest registers - cnt: 4 flops
WL/cell - 12.2 µm
Avg Inst Size Synth - 7.80 µm²
OpenROAD warnings - 56
share of total power in combinational logic - 83.4%
initial antenna violation count - 0
flops out of synthesis - 4
clock transition at the registers of the reported paths - 30 ps
ys async rst share - 100%
total non-filler cell area in the finished layout - 3440 µm²
top logic cells by instance count in the layout - sky130_fd_sc_hd__buf_4, sky130_fd_sc_hd__mux2i_1, sky130_fd_sc_hd__ha_1
Num CTS Buffers - 3
pin count of the biggest net entering global routing - 13
top fanout value on the critical path - 3
iteration tally of the first detailed-router pass - 4
VDD IR max - 0.425 mV
routed via count divided by cell count - 4.93
summed standard-cell area reported by yosys - 1970 µm²
vias post-DR - 2,279
count of hold buffers inserted by post-cts repair - 0
power share of the clock group - 8.6%
yosys aoi share - 22.7%
clock tree from TritonCTS - done
Most flops, register - cnt
largest family of logic cells by area - adder cells
x dimension of the die - 83.1 µm
internal power - 889 µW
total routing usage reported by global routing - 17.1%
Switching Fraction - 40.0%
reg2reg path depth - 3
power share of the sequential group - 8.0%
vias in the first global route - 2,230
synthesis-to-finish area growth - 74.1%
Total Routed Length - 5660 µm
maximum buffer depth of the clock tree - 2
Post-Route Utilization - 54.1%
Fin. Hold Viols - 0
startpoint of the lowest-slack register-to-register path - cnt[1]
# placed instances - 443
Static Leakage - 1.66 nW
worst clock skew - 0.943 ps
category of the worst setup path capture point - primary output
H-tree levels - 1
switching power summed over all nets - 593 µW
vertical extent of the die - 83.1 µm
half-perimeter wire length after placement - 4410 µm
yosys simple share - 18.3%
xor/xnor cell area share of the yosys netlist - 0.444%
yosys cell count - 253
instance tally after logic synthesis - 253
final worst path period share - 97.4%
-- timing repair --
| item | in CTS | in global routing |
|---|---|---|
| gates resized | 113 | 23 |
| pin swaps | 25 | 10 |
| endpoints found under the setup margin | 7 | 6 |
| buffers inserted | 14 | 1 |
| gates cloned | 1 | 0 |
-- cells by family (layout without fill, tap and decap cells) --
logic type,count (synthesis),count (layout)
flip-flops,4,4
buffers and inverters,37,169
multiplexers,36,36
XOR/XNOR,1,1
AND/OR/NAND/NOR,75,75
AND-OR/OR-AND,64,64
adder cells (fa/ha/maj),36,36
-- final cells by class --
type / instances / area [µm²]
Fill cell: 531 / 2910
Sequential cell: 4 / 100
Tap cell: 77 / 96.3
Timing Repair Buffer: 144 / 1160
Clock buffer: 3 / 41.3
Inverter: 22 / 100
Multi-Input combinational cell: 212 / 1940
-- worst max-delay path, cell delays in order --
cell and delay [ps]:
sky130_fd_sc_hd__buf_4 110, sky130_fd_sc_hd__inv_4 50, sky130_fd_sc_hd__ha_4 250, sky130_fd_sc_hd__inv_2 30, sky130_fd_sc_hd__mux4_2 460, sky130_fd_sc_hd__o22ai_2 200
sky130_fd_sc_hd__a22oi_1 110, sky130_fd_sc_hd__mux2i_1 170, sky130_fd_sc_hd__buf_2 120
-- power by group through the flow --
stage / logic, mW / registers (mW) / clock network [mW]
4_1_cts: 1.21 / 0.118 / 0.133
5_1_grt: 1.34 / 0.122 / 0.137
6_report: 1.24 / 0.118 / 0.128
-- through the flow --
stage	power [mW]	TNS (ps)	setup slack, ps
after global placement	1.15	-4570	-847
final	1.48	0	68.0
after detailed placement	1.15	-4680	-875
after CTS	1.46	0	0.876
after global routing	1.60	-5.50	-5.50
after floorplan	0.601	0	412
-- worst max path at each step --
| stage | from | endpoint | cells past startpoint |
|---|---|---|---|
| CTS | dig4[1] | segment[3] | 9 |
| global route | dig2[0] | segment[3] | 9 |
| finish | dig2[0] | segment[3] | 9 |
-- synthesized netlist by cell type (2+ instances only) --
| cell type | instances | area share, % |
|---|---|---|
| sky130_fd_sc_hd__a32oi_1 | 2 | 0.89 |
| sky130_fd_sc_hd__nor2b_1 | 3 | 0.95 |
| sky130_fd_sc_hd__buf_4 | 3 | 1.1 |
| sky130_fd_sc_hd__o211ai_1 | 4 | 1.5 |
| sky130_fd_sc_hd__nand2_1 | 20 | 3.8 |
| sky130_fd_sc_hd__mux4_2 | 5 | 5.7 |
| sky130_fd_sc_hd__nand2_2 | 5 | 1.6 |
| sky130_fd_sc_hd__o221ai_1 | 2 | 0.89 |
| sky130_fd_sc_hd__a211oi_1 | 5 | 1.9 |
| sky130_fd_sc_hd__nor2_1 | 22 | 4.2 |
| sky130_fd_sc_hd__o31ai_1 | 2 | 0.76 |
| sky130_fd_sc_hd__a211o_1 | 2 | 0.89 |
| sky130_fd_sc_hd__a311oi_1 | 4 | 1.8 |
| sky130_fd_sc_hd__nand2b_1 | 3 | 0.95 |
| sky130_fd_sc_hd__nand3_1 | 4 | 1.0 |
| sky130_fd_sc_hd__a21oi_1 | 18 | 4.6 |
| sky130_fd_sc_hd__mux2_2 | 4 | 2.3 |
| sky130_fd_sc_hd__nor3_1 | 6 | 1.5 |
| sky130_fd_sc_hd__clkbuf_1 | 4 | 0.76 |
| sky130_fd_sc_hd__mux2i_1 | 27 | 14 |
| sky130_fd_sc_hd__nand3b_1 | 4 | 1.5 |
| sky130_fd_sc_hd__inv_1 | 18 | 3.4 |
| sky130_fd_sc_hd__buf_2 | 5 | 1.3 |
| sky130_fd_sc_hd__o22ai_1 | 6 | 1.9 |
| sky130_fd_sc_hd__inv_2 | 2 | 0.38 |
| sky130_fd_sc_hd__and3_1 | 3 | 0.95 |
| sky130_fd_sc_hd__o21ai_0 | 7 | 1.8 |
| sky130_fd_sc_hd__or2_2 | 3 | 0.95 |
| sky130_fd_sc_hd__o32ai_1 | 3 | 1.3 |
| sky130_fd_sc_hd__dfrtp_1 | 4 | 5.1 |
| sky130_fd_sc_hd__buf_6 | 2 | 1.1 |
| sky130_fd_sc_hd__ha_1 | 36 | 23 |
-- per-layer routing --
layer  GRT usage [%]  up-vias  wire length, µm
met5               0        -                0
met2            26.3       45             2390
li1                -     1193                -
met4            2.35        0               61
met1            27.5     1035             3040
met3           0.605        6              163
Power and IR drop assume default switching activity.
