==> ./design.v <==
module elelock2 (ck, resetn, hz32, keycode, keyenbl,lock,
                dig4, dig3,dig2, dig1, dig0, dispen, sw, state, regout);
    input           ck;
    input           resetn;
    input           hz32;
    input   [3:0]   keycode;
    input           keyenbl;
    output          lock;
    output  [3:0]   dig4, dig3, dig2, dig1, dig0;
    output  [4:0]   dispen;
    input   [2:0]   sw;
    output  [2:0]   state;
    output  [2:0]   regout;
    assign  reset = ~resetn;
    parameter HALT=3'h0, MEMNUMIN=3'h1, OPENST=3'h2, CLOSE=3'h3,
              SECNUMIN=3'h4, MATCHDSP=3'h5;
    reg [2:0]   cur_st;
    reg [2:0]   next_st;
    wire        memkey = (keycode==4'he) && keyenbl;
    wire        clskey = (keycode==4'hc) && keyenbl;
    wire      validkey = (keycode==4'h9) && keyenbl;
    reg [6:0]   sec4;
    always @(posedge ck or posedge reset) begin
        if (reset)
            sec4 <= 7'h00;
        else if (keyenbl && (cur_st != MATCHDSP))
            sec4 <= 7'h00;
        else if (hz32)
            sec4 <= sec4 + 7'h01;
    end
    wire nokey   = (sec4  ==7'h7f);
    wire halfsec = (sec4[3:0]==4'hf);
    wire hz8     = sec4[1];
    wire filled, match;
    always @(posedge ck or posedge reset) begin
        if (reset)
            cur_st <= HALT;
        else
            cur_st <= next_st;
    end
    always@ (cur_st or validkey or filled or nokey or clskey or memkey or match or halfsec)
    begin
        case (cur_st)
            HALT:     if (validkey)
                        next_st <= MEMNUMIN;
                      else
                        next_st <= HALT;
            MEMNUMIN: if (memkey && filled)
                        next_st <= OPENST;
                      else if (nokey)
                        next_st <= HALT;
                      else
                        next_st <= MEMNUMIN;
            OPENST:   if (clskey)
                        next_st <= CLOSE;
                      else
                        next_st <= OPENST;
            CLOSE:    if (validkey)
                        next_st <= SECNUMIN;
                      else
                        next_st <= CLOSE;
            SECNUMIN: if (match)
                        next_st <= MATCHDSP;
                      else if (nokey)
                        next_st <= CLOSE;
                      else
                        next_st <= SECNUMIN;
            MATCHDSP: if (halfsec)
                        next_st <= OPENST;
                      else
                        next_st <= MATCHDSP;
            default:  next_st <= HALT;
        endcase
    end
    reg [3:0]   key [0:3];
    always @(posedge ck or posedge reset) begin
        if (reset) begin
            key[3] <= 4'b1111;
            key[2] <= 4'b1111;
            key[1] <= 4'b1111;
            key[0] <= 4'b1111;
        end
        else if (((cur_st==MEMNUMIN || cur_st==SECNUMIN) && nokey) || (cur_st==OPENST && clskey) ) begin
            key[3] <= 4'b1111;
            key[2] <= 4'b1111;
            key[1] <= 4'b1111;
            key[0] <= 4'b1111;
        end
        else if (validkey && (cur_st != MATCHDSP)) begin
            key[3] <= key[2];
            key[2] <= key[1];
            key[1] <= key[0];
            key[0] <= keycode;
        end
    end
    assign filled = (key[3] != 4'hf);
    reg [3:0]   secret [0:3];
    wire        mem_set;
    assign mem_set = filled && (cur_st==MEMNUMIN) && memkey;
    always @(posedge ck or posedge reset) begin
        if (reset) begin
            secret[3] <= 4'b1111;
            secret[2] <= 4'b1111;
            secret[1] <= 4'b1111;
            secret[0] <= 4'b1111;
        end
        else if (mem_set) begin
            secret[3] <= key[3];
            secret[2] <= key[2];
            secret[1] <= key[1];
            secret[0] <= key[0];
        end
    end
    assign match = (key[0]==secret[0]) && (key[1]==secret[1]) && (key[2]==secret[2]) && (key[3]==secret[3]);
    reg lock;
    always @(posedge ck or posedge reset) begin
        if (reset)
            lock <= 1'b0;
        else if (cur_st==CLOSE)
            lock <= 1'b1;
        else if (match==1'b1)
            lock <= 1'b0;
    end
    reg [3:0]   dig4, dig3, dig2, dig1, dig0;
    reg [4:0]   dispen;
    wire    [4:0]   numdisp = {1'b0, (key[3] != 4'hf), (key[2]!=4'hf), (key[2]!=4'hf), 1'b1};
    always @(cur_st or key[3] or key[2] or key[1] or key[0] or numdisp or hz8)
    begin
        case (cur_st)   
            HALT:      begin
                            dispen <= 5'b01111;
                            dig4 <= 4'h0; dig3 <= 4'ha; dig2 <= 4'ha;
                            dig1 <= 4'ha; dig0 <= 4'ha;
                        end
            MEMNUMIN:   begin
                            dispen <= numdisp;
                            dig4 <= 4'h0; dig3 <= key[3]; dig2 <= key[2];
                            dig1 <= key[1]; dig0 <= key[0];
                        end
            OPENST:     begin
                            dispen <= 5'b01111;
                            dig4 <= 4'h0; dig3 <= 4'h0; dig2 <= 4'hf;
                            dig1 <= 4'he; dig0 <= 4'hd;
                        end
            CLOSE:      begin
                            dispen <= 5'b11111;
                            dig4 <= 4'hc; dig3 <= 4'hb; dig2 <= 4'h0;
                            dig1 <= 4'h5; dig0 <= 4'he;
                        end
            SECNUMIN:   begin
                            dispen <= numdisp;
                            dig4 <= 4'h0; dig3 <= key[3]; dig2 <= key[2];
                            dig1 <= key[1]; dig0 <= key[0];
                        end
            MATCHDSP:   begin
                            if (hz8)
                                dispen <= numdisp;
                            else
                                dispen <= 5'b00000;
                            dig4 <= 4'h0; dig3 <= 4'ha; dig2 <= 4'ha;
                            dig1 <= 4'ha; dig0 <= 4'ha;
                        end
        endcase
    end
    assign regout = (sw[2]==1'b1) ? secret[sw[1:0]]: key[sw[1:0]];
    assign state = cur_st;
endmodule
==> ./run.sh <==
#!/bin/bash
# OpenROAD 26Q1-2900-gdf79404cd8, Yosys 0.63+post, stock flow scripts
make -C /OpenROAD-flow-scripts/flow DESIGN_CONFIG=/design/flow/config.mk WORK_HOME=/design/flow/orfs finish
==> ./config.mk <==
export PLATFORM = sky130hd
export DESIGN_NAME = elelock2
export DESIGN_NICKNAME = elelock2
export VERILOG_FILES = /design/flow/design.v
export SDC_FILE = /design/flow/constraint.sdc
export NUM_CORES = 4
export LEC_CHECK = 1
export CORE_UTILIZATION = 50
==> ./constraint.sdc <==
current_design elelock2

set clk_period 3.0
set clk_io_pct 0.2

create_clock -name clk0 -period $clk_period [get_ports {ck}]

set non_clock_inputs [all_inputs -no_clocks]
set_input_delay [expr $clk_period * $clk_io_pct] -clock clk0 $non_clock_inputs
set_output_delay [expr $clk_period * $clk_io_pct] -clock clk0 [all_outputs]
==> reports/metrics.cfg <==
[outcome]
outcome = finished clean

[clocking]
cts_root_buf = clkbuf_8
cts-root-to-sink-buffers = 2
clkLatencyLatePin_ns = 0.30
post_cts_buffers = 0
cts_hold_repair.buffers = 0
path_clk_slew_ns = 0.09
cts_tree = built
cts_max_level = 2
cts_inserted_buffers = 5

[routing]
post_drt_wl_per_cell_um = 16.26
num_vias = 2170
ant_nets = 0
via_per_inst = 5.439
drt_wl_total_mm = 6.487
dr.pass1.iters = 4
drc_errors = 0
diodes = 0
drtIter0Drc = 91

[sta]
rsz0062_at_grt = no
timing.fmax_mhz = 344.3
max-slew-margin-rel_pct = 49.33
period_used_pct = 96.82
drv_slew = 0
skew_ns = 0.009510
hold_viol_final = 0
fin_crit_ns = 2.904
tns_ns = 0
tightest_slew_ns = 0.7601
unclocked_regs = 21
untimed_endpoints = 44
setup_viol = 0

[worst_setup_path]
required_ns = 2.40
critPathArrivalTime_ns = 2.30
endpoint_kind = output pin
path_cells = clkdlybuf4s50_1 -> mux4_1 -> mux2_2 -> clkdlybuf4s50_1
reg2reg_from = cur_st[0]
r2r.worst_path.cells = 4
cp-start-kind = input port
crit_end = regout[0]
critPathMaxFanout = 2
crit_top_cell = clkdlybuf4s50_1
reg2reg_to = secret[3][0]
cp-startpoint = sw[1]
cpPeakStageDelay_ns = 0.54
crit_type = input port to output pin
reg2reg_slack_ns = 0.87
slowest_stage = mux4_1

[layout]
area_growth_pct = 15.40
final_core_util_pct = 60.46
final_cell_mix = clkdlybuf4s50_1, nand2_1, dfstp_2, dlxtn_1, xor2_1
layout-drive-gt1-share_pct = 28.09
final_common_cell = clkdlybuf4s50_1

[floorplan]
die_area_um2 = 6561
fp_util_pct = 52.39
num_io_pins = 43
die_x_um = 81
core_um2 = 5956
die_y_um = 81
rows = 28

[logic_synthesis]
synth-edff-count = 0
flop_cell = dfstp_2
ys.warnings.count = 4
ys_cells = 293
async_reset_ff_share_pct = 67.19
numSynthFlops = 64
postSynthAreaPerCell_um2 = 10.65
synth_area_um2 = 3120
ys_area_um2 = 3120
synthCells = 293
yosysUniqueCellTypes = 52

[place]
portBuffers = 40
dp_hpwl_mm = 4.526
gp_congestion = 0.8171

[pwr]
p_per_area_nw_per_um2 = 679.0
ir_drop_v = 0.0004112
p_leak_nw = 1.524

[global_routing]
grt_pass1_wl_mm = 10.58
grt_antenna_before_repair = 0
grt_pass1_vias = 2005
overflow = 0
grt_use_total_pct = 22.47
grt_start_max_net_pins = 33

[flow_run]
cap_viol_max_count = 0
warnings = 26

[min_path]
hold_path_class = input port to asynchronous set/reset pin

==> kinds of logic after synthesis <==
kind of cell               synth area share [%]
other                                    0.1202
and+or+nand+nor                           22.29
muxes                                     12.83
AOI/OAI and AO/OA                         7.699
buffers and inverters                     4.892
latches                                   10.10
DFF                                       35.77
adders and majority gates                0.4009
xor gates and xnor gates                  5.894
==> synth_stat cells (3+ instances only) <==
cell type / number / share of area [%]
nand4_1: 3 / 0.60
o21ai_0: 12 / 1.9
mux2_4: 10 / 4.8
clkbuf_1: 12 / 1.4
nand2_1: 35 / 4.2
nand3b_1: 4 / 0.96
xor2_1: 20 / 5.6
nor2_1: 18 / 2.2
and2_1: 4 / 0.80
buf_6: 4 / 1.4
dlxtn_1: 21 / 10
nand3_2: 8 / 2.6
dfstp_2: 32 / 27
o22a_1: 3 / 0.84
mux4_2: 5 / 3.6
buf_4: 5 / 1.2
a21oi_1: 12 / 1.9
dfrtp_1: 11 / 8.8
nand2b_1: 8 / 1.6
mux2_2: 9 / 3.2
nor2b_1: 4 / 0.80
nand3_1: 17 / 2.7
==> where the power goes <==
group | switching [mW] | internal (mW) | leakage [nW]
Combinational | 0.329 | 0.507 | 0.829
Clock | 0.220 | 0.167 | 0.0451
Sequential | 0.303 | 0.919 | 0.650
Total | 0.852 | 1.59 | 1.52
==> worst min-delay path by stage <==
| stage | start | endpoint | slack, ns | cells past startpoint |
|---|---|---|---|---|
| 5_1_grt | resetn | cur_st[2] | 0.19 | 1 |
| 4_1_cts | resetn | sec4[1] | 0.18 | 1 |
| 6_report | resetn | lock | 0.17 | 1 |
==> area by class of cell <==
| type | instances | area (um2) |
|---|---|---|
| clock inverter | 3 | 22.52 |
| timing repair buffer | 45 | 444.2 |
| sequential | 64 | 1431 |
| multi-input combinational | 207 | 1540 |
| fill | 505 | 2355 |
| clock buffer | 5 | 68.82 |
| tap | 75 | 93.84 |
==> metrics by stage <==
stage               setup WS, ns  power, mW  hold WS, ns  instances  cell area (um2)
floorplan                 0.7248      1.801       0.3044        294             3124
global placement         0.02126      2.064       0.4679        391             3511
detailed placement      0.006305      2.062       0.4743        391             3511
CTS                      0.08489      2.460       0.1789        399             3601
global route             0.01857      2.610       0.1901        399             3601
finish                   0.09551      2.445       0.1722        399             3601
==> what timing repair did <==
action | CTS | global route
gates resized | 1 | 0
endpoints found under the hold margin | 0 | 0
endpoints found under the setup margin | 1 | 0
==> state kept, by name, summed over array words and instances, names as in the netlist <==
name	cells
dig0	4
dig1	4
dispen	4
sec4	7
secret	16
cur_st	3
lock	1
dig3	4
key	16
dig2	4
dig4	1
==> worst max-delay path, delay by kind of cell <==
kind	cells	cell delay, ns
mux	2	0.81
buf+inv	2	0.89
==> layer usage <==
metal  vias up  part of all wire (%)  GRT usage, %
met3         8                   3.9         2.965
li1       1064                     -             -
met1      1043                    51         38.85
met5         -                     0             0
met4         0                   1.3         3.036
met2        55                    44         32.52
Power is estimated from default activity; no workload was simulated.
